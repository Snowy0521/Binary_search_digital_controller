$ cat ./design.v
`timescale 10 fs / 1 fs
module dual_port_ram (
	clk_a,		 
	addr_a,		 
	wdata_a,	 
	rdata_a,	 
	we_a,		 
	clk_b,		 
	addr_b,		 
	wdata_b,	 
	rdata_b,	 
	we_b		 
);
parameter WIDTH = 8;	 
parameter DEPTHBIT = 4;	 
localparam DEPTH = 2**DEPTHBIT;	 
input clk_a;
input [DEPTHBIT-1:0] addr_a;
input [WIDTH-1:0] wdata_a;
input we_a;
input clk_b;
input [DEPTHBIT-1:0] addr_b;
input [WIDTH-1:0] wdata_b;
input we_b;
output wire [WIDTH-1:0] rdata_a;
output wire [WIDTH-1:0] rdata_b;
reg [WIDTH-1:0] ram [DEPTH-1:0];	 
assign rdata_a = ram[addr_a];	 
assign rdata_b = ram[addr_b];	 
always @(posedge clk_a) begin
	if (we_a & !we_b) begin
		ram[addr_a] <= wdata_a;
	end
end
always @(posedge clk_b) begin
	if (we_b & !we_a) begin
		ram[addr_b] <= wdata_b;
	end
end
endmodule
`timescale 10 fs / 1 fs
module histogram (
	clk_w,		 
	rst_n,		 
	wdata_in,	 
	we_in,		 
	clear_in,	 
	clk_r,		 
	raddr_in,	 
	histo_size,	 
	rdata_out,	 
	ready_out,	 
	full_out	 
);
parameter WIDTH = 8;	 
parameter DEPTHBIT = 5;	 
localparam DEPTH = 2**DEPTHBIT;	 
localparam STATE_IDLE = 0;
localparam STATE_CLEAR = 1;
input clk_w;
input rst_n;
input [WIDTH-1:0] wdata_in;
input we_in;
input clear_in;
input clk_r;
input [WIDTH-1:0] raddr_in;
input [DEPTHBIT-1:0] histo_size;
output wire [DEPTHBIT-1:0] rdata_out;
output reg ready_out;
output wire full_out;
reg state;
reg clear_old;
reg [WIDTH-1:0] clear_addr;
reg we_clear;
reg [DEPTHBIT-1:0] histo_count;
wire histo_full;
wire [WIDTH-1:0] addr_a;
wire [DEPTHBIT-1:0] wdata_a;
wire we_a;
wire [DEPTHBIT-1:0] rdata_a;
wire [WIDTH-1:0] addr_b;
wire [DEPTHBIT-1:0] rdata_b;
dual_port_ram #(.WIDTH(DEPTHBIT), .DEPTHBIT(WIDTH)) dp_ram_inst (
	.clk_a	(clk_w),
	.addr_a	(addr_a),
	.wdata_a(wdata_a),
	.rdata_a(rdata_a),
	.we_a	(we_a),
	.clk_b	(clk_r),
	.addr_b (addr_b),
	.wdata_b(0),
	.rdata_b(rdata_b),
	.we_b	(0)
);
assign histo_full = histo_count >= histo_size;	 
assign full_out = histo_full;
assign addr_a = we_clear ? clear_addr : wdata_in;
assign wdata_a = we_clear ? 0 : rdata_a + 1'b1;	 
assign we_a = (we_in & !histo_full) | we_clear;
assign addr_b = raddr_in;
assign rdata_out = rdata_b;
always @(posedge clk_w or negedge rst_n) begin
	if (!rst_n) begin
		ready_out <= 1;
		clear_addr <= 0;
		we_clear <= 0;
		histo_count <= 0;
		clear_old <= 0;
		state <= STATE_IDLE;
	end else begin
		clear_old <= clear_in;
		case (state)
		STATE_IDLE: begin
			ready_out <= 1;
			clear_addr <= 0;	 
			if (we_in) begin
				if (!histo_full) begin
					histo_count <= histo_count + 1'b1;
				end
			end
			if (clear_in & !clear_old) begin
				state <= STATE_CLEAR;
				we_clear <= 1;
			end else begin
				state <= STATE_IDLE;
				we_clear <= 0;
			end
		end
		STATE_CLEAR: begin
			ready_out <= 0;
			histo_count <= 0;	 
			if (clear_addr < {WIDTH{1'b1}}) begin
				clear_addr <= clear_addr + 1'b1;
				we_clear <= 1;
				state <= STATE_CLEAR;
			end else begin
				we_clear <= 0;
				state <= STATE_IDLE;
			end
		end
		endcase
	end
end
endmodule
$ cat ./run.sh
#!/bin/bash
# OpenROAD 26Q1-2900-gdf79404cd8, Yosys 0.63+post, stock flow scripts
make -C /OpenROAD-flow-scripts/flow DESIGN_CONFIG=/design/flow/config.mk WORK_HOME=/design/flow/orfs finish
$ cat ./config.mk
export PLATFORM = sky130hd
export DESIGN_NAME = histogram
export DESIGN_NICKNAME = histogram
export VERILOG_FILES = /design/flow/design.v
export SDC_FILE = /design/flow/constraint.sdc
export NUM_CORES = 4
export LEC_CHECK = 1
export CORE_UTILIZATION = 40
$ cat ./constraint.sdc
current_design histogram

set clk_period 45.5
set clk_io_pct 0.2

create_clock -name clk0 -period $clk_period [get_ports {clk_r}]
create_clock -name clk1 -period $clk_period [get_ports {clk_w}]

set non_clock_inputs [all_inputs -no_clocks]
set_input_delay [expr $clk_period * $clk_io_pct] -clock clk0 $non_clock_inputs
set_output_delay [expr $clk_period * $clk_io_pct] -clock clk0 [all_outputs]
==> run_results.csv <==
group,metric,value,unit
layout,postLayoutCoreUtil,0.452,
setup_path,worst_r2r_end,"dp_ram_inst.ram[115][2]",
yosys,yosys_warnings,4,
layout,post_layout_nonfiller_instances,5247,
placement,routabilityCongestion,0.980,
drt,route.antenna.remaining_nets,0,
die,num_rows,142,
yosys,netlist_area,60700,um2
sta,worst_slew_pin_slew,0.990,ns
die,design.portCount,33,
yosys,most_common_cell,"sky130_fd_sc_hd__edfxtp_1",
min_path,hp-start,"clear_old",
yosys,post-synth-top-area-cell,"sky130_fd_sc_hd__edfxtp_1",
clocking,worst_setup_hold_path_clk_slew,0.05,ns
power_and_ir_drop,power.density_cell_area,37.0,nW/um2
drt,routed_via_density,6.43,
run_status,run_status,"completed",
sta,fin_setup_tns,0,ns
yosys,synthesis.area_per_instance,19.7,um2
power_and_ir_drop,peakVddDrop,0.0233,mV
drt,detail_route.wl_per_cell,34.7,um
min_path,worstHoldPathType,"register to register",
setup_path,depth_of_the_most_critical_reg_to_reg_path,15,
clocking,hold_bufs_at_cts,0,
yosys,top_cells_by_area,"sky130_fd_sc_hd__edfxtp_1 63%, sky130_fd_sc_hd__mux4_2 26%, sky130_fd_sc_hd__nor2_1 2.1%",
sta,timing.final.hold_violations,0,
layout,finalInstanceArea,68000,um2
yosys,post_synthesis_async_set_or_reset_flop_share,0.0123,
clocking,numCtsBuffers,137,
clocking,ctsHtreeMaxLevel,4,
die,core_area,150000,um2
clocking,cts_buffer_depth,3,
layout,area_growth_syn_to_layout,12.0,%
sta,finClkSkew,0.0257,ns
placement,hpwlAfterDp,119,mm
setup_path,required_time_reported_for_the_critical_path_endpoint,36.40,ns
setup_path,worst_ep_arrival_time,15.71,ns
power_and_ir_drop,p_int,0.00201,W
yosys,ff_type,"sky130_fd_sc_hd__edfxtp_1",
setup_path,setup.worst_path.start_class,"input port",
layout,drive_gt1_frac,0.324,
die,chip_area,153000,um2
grt,grt-ovfl-total,0,
setup_path,cp_slowest_stage_delay,0.73,ns
setup_path,regToRegStartpoint,"we_clear",
grt,groute.usage.overall,0.267,
yosys,ys_seq_frac,0.639,
grt,first_global_vias,38062,
yosys,numSynthFlops,1296,
drt,drt_iter0_drc,2258,
clocking,clock-sinks,1296,
drt,num_vias,33738,
sta,timing.final.setup_violations,0,
placement,placed_cell_area,63300,um2
power_and_ir_drop,report.power.total,0.00252,W
die,fp-utilization,0.404,
drt,drt-total-wl,182,mm
flow_run,openroad.warnings,32,
drt,antenna-diode-count,0,
clocking,tritoncts,"done",
setup_path,cp-end-kind,"output port",
yosys,synth_cells,3084,
setup_path,path_max_fanout,61,
setup_path,reg2reg_slack,37.55,ns
die,dieWidth,392,um
grt,maximum_number_of_pins_on_one_net_before_global_route_repair,161,
power_and_ir_drop,power.switching_fraction,0.200,
grt,number_of_antenna_violations_at_the_first_check_in_global_routing,5,
yosys,netlist_top_cells_count,"1280 x sky130_fd_sc_hd__edfxtp_1, 705 x sky130_fd_sc_hd__mux4_2, 346 x sky130_fd_sc_hd__nor2_1",
placement,port-buffer-count,31,
power_and_ir_drop,power.leakage,20.8,nW
sta,drv_slew,0,
yosys,yosysUniqueCellTypes,59,
clocking,cts_root_buf,"sky130_fd_sc_hd__clkbuf_16",
setup_path,cp_slowest_cell,"sky130_fd_sc_hd__buf_4",
placement,place.detailed.instances,4996,
power_and_ir_drop,p_seq_frac,0.513,
min_path,hold_depth,1,
sta,grt_setup_unrepaired,"false",
die,die_h,392,um
setup_path,criticalPathCategory,"input port to output port",
setup_path,cpMostUsedCell,"sky130_fd_sc_hd__buf_4",
power_and_ir_drop,p_sw,0.000503,W
sta,slew-limit-headroom,0.336,
yosys,share_of_yosys_cell_area_claimed_by_the_top_area_cell_type,0.633,
drt,drc_errors,0,
power_and_ir_drop,clkPwrFrac,0.467,
yosys,synth-edff-count,1280,
drt,drtPass1Iterations,6,
clocking,cts_resized,0,
setup_path,crit_chain,"buf_8, buf_4, buf_4, buf_4, buf_4, buf_4, mux4_2, mux4_2, mux4_2, mux4_2, clkdlybuf4s50_1",
grt,first_pass_grt_wire_length,263,mm
yosys,synth_chip_area,60700,um2
power_and_ir_drop,combinationalPowerShare,0.019,
flow_run,drv_cap,0,
yosys,yosys-stat-cells,3084,
min_path,holdPathEnd,"we_clear",
clocking,cts_setup_buffers,0,
-- logic make-up (layout without fill, tap and decap cells) --
group / count (synthesis) / after routing / synth area share
fa+ha+maj: 8 / 8 / 0.00165
mux: 793 / 793 / 0.276
compound gates: 272 / 272 / 0.0296
buf+inv: 260 / 407 / 0.0223
simple gates: 447 / 447 / 0.0298
xor+xnor: 8 / 8 / 0.00115
flops: 1296 / 1296 / 0.639
-- worst max-delay path, delay by kind of cell --
kind,cells,cell delay (ns)
buf+inv,7,4.33
mux,4,2.11
-- how the worst max path moves through the flow --
stage / from / to / slack [ns] / depth (start not counted)
final: raddr_in[1] / rdata_out[2] / 20.69 / 11
after global routing: raddr_in[1] / rdata_out[4] / 20.51 / 11
after CTS: raddr_in[1] / rdata_out[4] / 20.67 / 11
-- stage by stage --
step	setup slack (ns)	hold WS (ns)
6_report	20.69	0.450
4_1_cts	20.67	0.464
5_1_grt	20.51	0.493
3_5_place_dp	20.66	0.454
2_1_floorplan	24.75	0.410
3_3_place_gp	20.72	0.429
-- registers in the layout, summed over array words and instances, names as in the netlist --
| name | cells |
|---|---|
| clear_addr | 8 |
| clear_old | 1 |
| dp_ram_inst.ram | 1280 |
| histo_count | 5 |
| ready_out | 1 |
| we_clear | 1 |
-- layout make-up --
cell class / count / area, um2
Clock buffer: 165 / 3600
Clock inverter: 86 / 1150
Fill cell: 12412 / 82300
Inverter: 14 / 52.6
Multi-Input combinational cell: 1528 / 20700
Sequential cell: 1296 / 38800
Tap cell: 2016 / 2520
Timing Repair Buffer: 142 / 1200
-- power groups by stage --
stage                 combinational [W]  clock, W  sequential, W
final                         0.0000490   0.00118        0.00129
after global routing          0.0000519   0.00124        0.00129
after CTS                     0.0000498   0.00119        0.00129
-- cells in the final DEF (no fill, tap or decap), types with 9 or more instances in the layout --
cell                              instances
sky130_fd_sc_hd__edfxtp_1              1280
sky130_fd_sc_hd__clkinvlp_4               9
sky130_fd_sc_hd__dfrtp_1                 15
sky130_fd_sc_hd__mux2i_1                 84
sky130_fd_sc_hd__clkinv_2                18
sky130_fd_sc_hd__a41oi_1                 13
sky130_fd_sc_hd__clkinv_1                21
sky130_fd_sc_hd__o22ai_1                139
sky130_fd_sc_hd__nor2_1                 344
sky130_fd_sc_hd__buf_4                  108
sky130_fd_sc_hd__clkbuf_16              140
sky130_fd_sc_hd__inv_1                   14
sky130_fd_sc_hd__o41ai_1                 26
sky130_fd_sc_hd__clkdlybuf4s50_1         26
sky130_fd_sc_hd__mux4_2                 705
sky130_fd_sc_hd__clkbuf_1                25
sky130_fd_sc_hd__bufinv_16               23
sky130_fd_sc_hd__nand2_1                 56
sky130_fd_sc_hd__o21ai_0                 39
-- layer usage --
layer  part of all wire  track usage  vias to the layer above
met2               0.45        0.365                     2736
met5             0.0037       0.0335                        -
met3               0.20        0.241                      404
met4              0.045       0.0901                       30
li1                   -            -                    13347
met1               0.30        0.299                    17221
Power is estimated from default activity; no workload was simulated.
